### design.v
module pmod_counter (
        input CLK,               
        output P1_1,             
        output P1_2,             
        output P1_4              
);
wire [5:0] lut_address;          
wire [15:0] lut_data;            
reg [15:0] data = 16'b0000000000000000;   
lookup_table my_lut (
    .address(lut_address),       
    .data_out(lut_data)          
);
wire inverse;                    
reg dataclock = 1'b0;            
reg [24:0] counter = 0;          
reg [5:0] tempcounter = 5'b00000;  
reg [5:0] dataloader = 5'b00000;  
localparam N = 10;               
localparam D = N-6;              
always @(posedge CLK) begin
        counter <= counter + 1;
end
always @(posedge counter[D]) begin
        if (counter[N])
                dataclock <= ~dataclock;   
end
always @(posedge dataclock) begin
        tempcounter <= tempcounter + 1;   
end
always @(negedge inverse) begin
        dataloader <= dataloader + 1;     
        data <= lut_data;                 
end
assign lut_address = dataloader;          
assign inverse = ~counter[N];             
assign P1_1 = inverse;                    
assign P1_2 = data[tempcounter];          
assign P1_4 = dataclock;                  
endmodule
module lookup_table (
    input wire [5:0] address,      
    output reg [15:0] data_out      
);
    always @(*) begin
        case (address)
6'b000000: data_out = 16'b0000000000100000;
6'b000001: data_out = 16'b0100110000100000;
6'b000010: data_out = 16'b1010011000100000;
6'b000011: data_out = 16'b0110100100100000;
6'b000100: data_out = 16'b0110001100100000;
6'b000101: data_out = 16'b0010111100100000;
6'b000110: data_out = 16'b0000010010100000;
6'b000111: data_out = 16'b1001001010100000;
6'b001000: data_out = 16'b0111011010100000;
6'b001001: data_out = 16'b0000100110100000;
6'b001010: data_out = 16'b0111010110100000;
6'b001011: data_out = 16'b1110001110100000;
6'b001100: data_out = 16'b0011101110100000;
6'b001101: data_out = 16'b0011011110100000;
6'b001110: data_out = 16'b0001111110100000;
6'b001111: data_out = 16'b0111111110100000;
6'b010000: data_out = 16'b1111111110100000;
6'b010001: data_out = 16'b0011111110100000;
6'b010010: data_out = 16'b1100111110100000;
6'b010011: data_out = 16'b1010011110100000;
6'b010100: data_out = 16'b0100101110100000;
6'b010101: data_out = 16'b1101110110100000;
6'b010110: data_out = 16'b1111100110100000;
6'b010111: data_out = 16'b1111111010100000;
6'b011000: data_out = 16'b0011101010100000;
6'b011001: data_out = 16'b1010110010100000;
6'b011010: data_out = 16'b0101000010100000;
6'b011011: data_out = 16'b0111101100100000;
6'b011100: data_out = 16'b1111010100100000;
6'b011101: data_out = 16'b0111111000100000;
6'b011110: data_out = 16'b0011001000100000;
6'b011111: data_out = 16'b1001100000100000;
6'b100000: data_out = 16'b0110011111000000;
6'b100001: data_out = 16'b1100110111000000;
6'b100010: data_out = 16'b1000000111000000;
6'b100011: data_out = 16'b0000101011000000;
6'b100100: data_out = 16'b1000010011000000;
6'b100101: data_out = 16'b1010111101000000;
6'b100110: data_out = 16'b0101001101000000;
6'b100111: data_out = 16'b1100010101000000;
6'b101000: data_out = 16'b0000000101000000;
6'b101001: data_out = 16'b0000011001000000;
6'b101010: data_out = 16'b0010001001000000;
6'b101011: data_out = 16'b1011010001000000;
6'b101100: data_out = 16'b0101100001000000;
6'b101101: data_out = 16'b0011000001000000;
6'b101110: data_out = 16'b1100000001000000;
6'b101111: data_out = 16'b0000000001000000;
6'b110000: data_out = 16'b1000000001000000;
6'b110001: data_out = 16'b1110000001000000;
6'b110010: data_out = 16'b1100100001000000;
6'b110011: data_out = 16'b1100010001000000;
6'b110100: data_out = 16'b0001110001000000;
6'b110101: data_out = 16'b1000101001000000;
6'b110110: data_out = 16'b1111011001000000;
6'b110111: data_out = 16'b1000100101000000;
6'b111000: data_out = 16'b0110110101000000;
6'b111001: data_out = 16'b1111101101000000;
6'b111010: data_out = 16'b1101000011000000;
6'b111011: data_out = 16'b1001110011000000;
6'b111100: data_out = 16'b1001011011000000;
6'b111101: data_out = 16'b0101100111000000;
6'b111110: data_out = 16'b1011001111000000;
6'b111111: data_out = 16'b1111111111000000;
default: data_out = 16'b0000000000000000;   
       endcase
    end
endmodule
### run.sh
#!/bin/bash
# OpenROAD 26Q1-2900-gdf79404cd8, Yosys 0.63+post, stock flow scripts
make -C /OpenROAD-flow-scripts/flow DESIGN_CONFIG=/design/flow/config.mk WORK_HOME=/design/flow/orfs finish
### config.mk
export PLATFORM = sky130hd
export DESIGN_NAME = pmod_counter
export DESIGN_NICKNAME = pmod_counter
export VERILOG_FILES = /design/flow/design.v
export SDC_FILE = /design/flow/constraint.sdc
export NUM_CORES = 4
export LEC_CHECK = 1
export CORE_UTILIZATION = 30
### constraint.sdc
current_design pmod_counter

set clk_period 2.9
set clk_io_pct 0.2

create_clock -name clk0 -period $clk_period [get_ports {CLK}]

set non_clock_inputs [all_inputs -no_clocks]
set_input_delay [expr $clk_period * $clk_io_pct] -clock clk0 $non_clock_inputs
set_output_delay [expr $clk_period * $clk_io_pct] -clock clk0 [all_outputs]
==> results.env <==
UNCONSTRAINED_ENDPOINTS=25
VIASPERCELL=5.237
DRT_ITER0_MARKERS=120
DRT.ANTENNA.VIOLATING_NETS=0
LEAKAGEPOWER_nW=0.7679
SYNTH.YOSYS.WARNINGS=2
FA_HA_AREA_SHARE_PCT=8.631
YOSYS-STAT-CELLS=225
CLK_LATENCY_LATE_PIN_PS=230
SYNTH_CHIP_AREA_UM2=2029
DIODES=0
YS_SEQ_SHARE_PCT=33.05
FLOORPLAN.IO_PINS=4
FLOORPLAN.DIE.WIDTH_UM=84.25
POWER_PER_CELL_AREA_nW_PER_UM2=138.3
CRIT_PATH_END_KIND='output pin'
POST_CTS.REPAIR.SETUP_BUFFERS=0
CHIP_AREA_UM2=7098
DRTPASS1ITERATIONS=4
XOR_AREA_SHARE_PCT=6.042
LOGIC_FAMILY='AND-OR/OR-AND gates'
NUMSYNTHFLOPS=33
GR_OVERFLOW_TOTAL=0
SYNTHAOIAREAFRAC_PCT=19.42
CRIT_PATH_CELL_TRACE='buf_4, inv_1, clkdlybuf4s50_1'
RUN_STATUS='complete, no violations'
YOSYS-MUX-AREA-FRACTION_PCT=9.556
HOLD_BUFFERS=0
YOSYS_MOST_USED_DFF='sky130_fd_sc_hd__dfxtp_1'
GRT_PASS1_VIAS=1487
HP-CLASS='reg -> reg'
SYNTH.MOST_COMMON_CELL='sky130_fd_sc_hd__dfxtp_1'
PORT-BUFFER-COUNT=3
EDF_COUNT=1
CRITICALPATHCATEGORY='reg -> out'
POWER.IR.VDD_WORST_mV=0.1438
SW_FRAC_OF_TOTAL_PCT=16.55
CPLARGESTDELAYFAMILY='buffers and inverters'
FILLER_CELLS=650
WORST_PATH_REQUIRED_PS=2320
CPMAXSTAGEDELAYCELL='sky130_fd_sc_hd__clkdlybuf4s50_1'
WORST_SLEW_PIN_SLEW_PS=518.0
NETLIST.TOP_CELL.BY_AREA='sky130_fd_sc_hd__dfxtp_1'
CRITPATHLAUNCHTYPE='register'
YOSYS.CELL_TYPES.COUNT=46
POST_SYNTHESIS_AREA_PER_INSTANCE_UM2=9.020
CLOCK_POWER_SHARE_PCT=48.8
TOOL_WARNINGS=34
SYNTH_LARGEST_TYPE_AREA_FRACTION_PCT=31.57
MAX-SLEW-MARGIN-REL_PCT=65.42
ANTENNA_FOUND_INITIAL=0
MULTIINPUTGATEAREA_UM2=1227
DETAIL_ROUTE.DRC_VIOLATIONS=0
LAYOUT_MIN_CYCLE_TIME_PS=1812
ROWS=29
TRITONCTS='built'
FINAL_HOLD_VIOL_COUNT=0
MIN_PERIOD_OVER_PERIOD_PCT=62.49
CPPEAKSTAGEDELAY_PS=450
NUM_VIAS=1566
SYN_TO_FINAL_GROWTH_PCT=5.672
SEQUENTIALPOWERSHARE_PCT=51.2
FIN_AREA_UM2=2145
CTS_MADE_BUFFERS=3
POWER.COMBINATIONAL.FRACTION_PCT=0
INTPOWER_W=0.0002474
UNREPAIRED_SETUP_ENDPOINTS_AFTER_GLOBAL_ROUTING='no'
SYNTH_AREA_UM2=2029
SHARE_OF_FLIP_FLOPS_WITH_AN_ASYNCHRONOUS_SET_OR_RESET_AFTER_SYNTHESIS_PCT=0
CLOCK_TREE.HTREE_LEVEL_COUNT=1
SLEW_VIOLATIONS=0
CP_DATA_ARRIVAL_TIME_PS=1230
TIMING.CRITICAL_PATH.FANOUT_MAX=20
GROUTE.USAGE.OVERALL_PCT=12.34
FIN_SETUP_TNS_PS=0
MAX-CAP-VIOLATIONS=0
CORE_REGION_AREA_UM2=6422
GRT_PASS1_WL_MM=7.107
POST_SYNTH_AND_OR_NAND_NOR_AREA_FRACTION_PCT=16.83
REGISTER_AREA_UM2=670.6
LARGEST_NET_DEGREE_AT_THE_START_OF_GLOBAL_ROUTING=44
CELL_TYPES_WITH_THE_HIGHEST_COUNTS_AFTER_SYNTHESIS='sky130_fd_sc_hd__dfxtp_1, sky130_fd_sc_hd__nand2_1, sky130_fd_sc_hd__ha_1, sky130_fd_sc_hd__o21ai_0, sky130_fd_sc_hd__a21oi_1'
FINALSETUPVIOLCOUNT=0
COUNT_OF_UNCLOCKED_REGISTER_OR_LATCH_PINS=22
POST_SYNTH_MAIN_AREA_CONTRIBUTORS='sky130_fd_sc_hd__dfxtp_1, sky130_fd_sc_hd__ha_1, sky130_fd_sc_hd__mux4_2'
POST_CTS_SIZING=0
SKEW_PS=2.997
PLACED_CELL_AREA_UM2=2100
BUFS_AND_INVS_ON_WORST_PATH=3
CLKSLEWWORSTSETUPHOLDPATHS_PS=50
CTS.PATH.MAX_BUFFERS=2
NET-SWITCHING-POWER_W=0.00004907
WIRELENGTH_MM=3.925
FMAXACHIEVABLE_MHz=551.8
CHIPHEIGHT_UM=84.25
LAYOUT-DRIVE-GT1-SHARE_PCT=7.207
HPWL_MM=2.747
ROUTE.DETAILED.WL_PER_INST_UM=13.13
INITIAL_UTILIZATION_PCT=31.60
CTS_ROOT_BUF='sky130_fd_sc_hd__clkbuf_8'
ROUTABILITYCONGESTION=0.9075
SYN_INST=225
metal layers:
layer | track usage [%] | wire length, um
met1 | 19.21 | 1847
met2 | 18.55 | 1706
met3 | 2.590 | 349
met4 | 1.567 | 21
met5 | 0 | 0
registers in the layout (all words and copies together) (netlist names):
| register | count |
|---|---|
| counter | 11 |
| data | 11 |
| dataloader | 6 |
| tempcounter | 4 |
| dataclock | 1 |
through the flow:
| stage | util, % | hold slack [ps] | instances | setup WS [ps] | total power, W |
|---|---|---|---|---|---|
| final | 33.39 | 410.0 | 299 | 1088 | 0.0002965 |
| after global routing | 33.39 | 435.5 | 299 | 1003 | 0.0003096 |
| after CTS | 33.39 | 410.2 | 299 | 1074 | 0.0003022 |
| after detailed placement | 32.69 | 399.6 | 295 | 1338 | 0.0001544 |
| after global placement | 32.69 | 392.5 | 295 | 1335 | 0.0001544 |
| after floorplan | - | 382.9 | 225 | 1746 | 0.0001544 |
cell type report:
type | count | share of cell area, %
Multi-Input combinational cell | 166 | 57.23
Clock buffer | 4 | 2.100
Timing Repair Buffer | 7 | 2.800
Inverter | 12 | 2.100
Tap cell | 77 | 4.492
Sequential cell | 33 | 31.27
power groups by stage:
stage         Sequential (W)  Clock (W)  Combinational, W
finish              0.000152   0.000145    0.000000000476
global route        0.000151   0.000158    0.000000000476
CTS                 0.000152   0.000151    0.000000000476
final timing paths:
kind / to / depth (start not counted) / slack [ps] / start
setup reg to reg: counter[10] / 4 / 1700 / counter[2]
setup / recovery: P1_1 / 3 / 1090 / counter[10]
hold / removal: counter[0] / 1 / 410 / counter[0]
hold reg to reg: counter[0] / 1 / 410 / counter[0]
cell families after synthesis:
family          after synthesis
xor+xnor                     14
compound gates               59
simple gates                 66
buf+inv                      26
fa+ha+maj                    14
flops                        33
mux                          13
layout by cell type (no fill, tap or decap), types with 2 or more instances in the layout:
master                            instances
sky130_fd_sc_hd__nand2_1                 21
sky130_fd_sc_hd__a21oi_1                 13
sky130_fd_sc_hd__buf_4                    4
sky130_fd_sc_hd__mux2i_1                  7
sky130_fd_sc_hd__xor2_1                   5
sky130_fd_sc_hd__ha_1                    14
sky130_fd_sc_hd__a211o_1                  4
sky130_fd_sc_hd__nor2_1                   8
sky130_fd_sc_hd__clkdlybuf4s50_1          3
sky130_fd_sc_hd__and3_1                   2
sky130_fd_sc_hd__and2b_1                  2
sky130_fd_sc_hd__a31oi_1                  2
sky130_fd_sc_hd__nor3_1                   3
sky130_fd_sc_hd__xnor2_1                  9
sky130_fd_sc_hd__nor2b_1                  5
sky130_fd_sc_hd__inv_1                   11
sky130_fd_sc_hd__o311ai_0                 3
sky130_fd_sc_hd__nand3_1                 10
sky130_fd_sc_hd__o21ai_0                 14
sky130_fd_sc_hd__nand2b_1                 8
sky130_fd_sc_hd__a311o_1                  3
sky130_fd_sc_hd__dfxtp_1                 32
sky130_fd_sc_hd__mux4_2                   5
sky130_fd_sc_hd__o22ai_1                  3
sky130_fd_sc_hd__clkbuf_8                 3
sky130_fd_sc_hd__o211ai_1                 7
sky130_fd_sc_hd__a311oi_1                 3
Power and IR drop assume default switching activity.
